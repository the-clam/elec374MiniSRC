==> design/flow/design.v <==
`timescale 1ns / 10ps
module alu_mul_old(
	input signed [31:0] A, B, 
	output signed [63:0] P  
);
	reg [2:0] bit_pair;  
	reg [32:0] multiplied;  
	reg [63:0] shifted;  
	reg [63:0] sum;  
	integer bits;  
	integer shifts;  
	wire [31:0] neg;
	alu_neg alu_neg_instance(.data_input(A), .data_output(neg));
	always @ (*)
	begin
		sum = 64'b0;  
		for(bits = 0; bits < 32; bits = bits + 2)  
		begin		
			if (bits == 0) bit_pair = {B[bits + 1], B[bits], 1'b0};
			else bit_pair = {B[bits + 1], B[bits], B[bits - 1]};
			case(bit_pair)
				3'b001, 3'b010 : multiplied = {A[31], A};  
				3'b101, 3'b110 : multiplied = {neg[31], neg}; 
				3'b011 : multiplied = {A, 1'b0};  
				3'b100 : multiplied = {neg, 1'b0};  
				default : multiplied = {32'b0};  
			endcase
			shifted = $signed(multiplied);
			for(shifts = 0; shifts < bits; shifts = shifts + 1) shifted = {shifted, 1'b0};
			sum = sum + shifted;
		end
	end
	assign P = sum;  
endmodule
module alu_add(
	input wire [31:0] A, B,
	input wire C_in,
	output wire [31:0] S,
	output wire C_out 
);
	cla_32_bits adder(.A(A), .B(B), .C_in(C_in), .S(S), .C_out(C_out));
endmodule
module alu_neg (
	input wire [31:0] data_input, output wire [31:0] data_output
);
	wire [31:0] flipped_bits;
	alu_not not_instance(.data_input(data_input), .data_output(flipped_bits));  
	wire C_out;
	alu_add add_instance(.A(flipped_bits), .B(32'b1), .C_in(1'b0), .S(data_output), .C_out(C_out));  
endmodule
module alu_not (
	input wire [31:0] data_input, output wire [31:0] data_output
);
	assign data_output = ~data_input;
endmodule
module cla_16_bits(
	input wire [15:0] A, B, 
   input wire C_in, 
   output wire [15:0] S, 
   output wire C_out
);
	wire C_out1, C_out2, C_out3;
	cla_4_bits cla_4_bits_1(.A(A[3:0]), .B(B[3:0]), .C_in(C_in), .S(S[3:0]), .C_out(C_out1));
   cla_4_bits cla_4_bits_2(.A(A[7:4]), .B(B[7:4]), .C_in(C_out1), .S(S[7:4]), .C_out(C_out2));		
   cla_4_bits cla_4_bits_3(.A(A[11:8]), .B(B[11:8]), .C_in(C_out2), .S(S[11:8]), .C_out(C_out3));
   cla_4_bits cla_4_bits_4(.A(A[15:12]), .B(B[15:12]), .C_in(C_out3), .S(S[15:12]), .C_out(C_out));
endmodule
module cla_32_bits(
   input wire [31:0] A, B, 
   input wire C_in, 
   output wire [31:0] S, 
   output wire C_out
);
   wire C_out1;
   cla_16_bits cla_16_1( .A(A[15:0]), .B(B[15:0]), .C_in(C_in), .S(S[15:0]), .C_out(C_out1));
   cla_16_bits cla_16_2( .A(A[31:16]), .B(B[31:16]), .C_in(C_out1), .S(S[31:16]), .C_out(C_out));
endmodule
module cla_4_bits(
	input wire [3:0] A, B, 
	input wire C_in, 
	output wire [3:0] S,
	output wire C_out
);
	wire [3:0] prop, gen, carry;
	assign prop = A ^ B;
	assign gen = A & B;
	assign carry[0] = C_in;
	assign carry[1] = gen[0] | (prop[0] & carry[0]);
	assign carry[2] = gen[1] | (prop[1] & gen[0]) | (prop[1] & prop[0] & carry[0]);
	assign carry[3] = gen[2] | (prop[2] & gen[1]) | (prop[2] & prop[1] & gen[0])
						| (prop[2] & prop[1] & prop[0] & carry[0]);
	assign C_out = gen[3] | (prop[3] & gen[2]) | (prop[3] & prop[2] & gen[1]) 
						| (prop[3] & prop[2] & prop[1] & gen[0])
						| (prop[3] & prop[2] & prop[1] & prop[0] & carry[0]);
	assign S = prop ^ carry;
endmodule
==> design/flow/run.sh <==
#!/bin/bash
# OpenROAD 26Q1-2900-gdf79404cd8, Yosys 0.63+post, stock flow scripts
make -C /OpenROAD-flow-scripts/flow DESIGN_CONFIG=/design/flow/config.mk WORK_HOME=/design/flow/orfs finish
==> design/flow/config.mk <==
export PLATFORM = sky130hd
export DESIGN_NAME = alu_mul_old
export DESIGN_NICKNAME = alu_mul_old
export VERILOG_FILES = /design/flow/design.v
export SDC_FILE = /design/flow/constraint.sdc
export NUM_CORES = 4
export LEC_CHECK = 1
export CORE_UTILIZATION = 40
==> design/flow/constraint.sdc <==
current_design alu_mul_old

set clk_period 39.2
set clk_io_pct 0.2

create_clock -name clk0 -period $clk_period

set non_clock_inputs [all_inputs -no_clocks]
set_input_delay [expr $clk_period * $clk_io_pct] -clock clk0 $non_clock_inputs
set_output_delay [expr $clk_period * $clk_io_pct] -clock clk0 [all_outputs]
==> Slide: Implementation Results <==
Flow Results at a Glance

Status
  • Status: completed

Logic synthesis
  • Post-synthesis cell count: 5568
  • Synthesis area per yosys: 39000 um^2
  • Avg Cell Area, Syn: 7.00 um^2
  • Cell Type Count: 75
  • Top cells, area: fa_1 (29%), o21ai_0 (8.2%), nand2_1 (6.5%)
  • Ys cells: 5568
  • Cell taking the most area after synthesis: fa_1
  • Synthesis Warnings: 1
  • Seq/Total Area, Yosys: 0%
  • Area share, top type: 28.8%
  • Synthesized area: 39000 um^2

Final timing
  • Fmax achieved: 36.9 MHz
  • RSZ-0062 raised after global routing: false
  • Hold Fails Final Rpt: 0
  • Final setup viols: 0
  • WHS: 17.00 ns
  • Final Cycle Share: 69.1%
  • Crit path time final: 27.09 ns
  • Max_slew headroom: 0.209%
  • Worst-margin pin slew: 1.48 ns
  • Fin. max-slew vios: 0
  • TNS Setup: 0 ns

Detailed routing
  • Starting DRT DRC Count: 6861
  • WL/cell: 35.0 um
  • First drt pass iteration count: 29
  • Final ANT Viol Nets: 0
  • DR vias: 46100
  • DRT Wirelength: 232000 um
  • Drt via density: 6.94
  • DRC: 0

Final layout
  • Seq cells: 0
  • Layout clock buffers: 0
  • Most numerous logic cells after layout: nand2_1 (674), o21ai_0 (635), inv_1 (615), fa_1 (561), nor2_1 (413)
  • Synth-to-Final Area Change: 6.28%
  • Ratio of cells with drive above 1 in the final layout: 7.11%
  • Commonest Layout Cell: nand2_1
  • Register area: 0 um^2

Clocking
  • Post-cts resize count: 0
  • # hold bufs at CTS: 0
  • Post-CTS Setup Bufs: 0

Floorplan
  • Die extent in y: 314 um
  • Site row count: 114
  • Die area: 98700 um^2
  • Die W: 314 um
  • Core ar.: 96600 um^2
  • Ports: 128
  • Core Density at Floorplan: 40.4%

Critical path
  • WP data required: 31.36 ns
  • Crit path capture type: output port
  • Slowest library cell on the worst path: or4_1
  • Crit path top cell by count: fa_1
  • Worst-path fanout max: 31
  • Crit path DAT: 19.25 ns
  • Startpoint types: input pin
  • Crit Path Class: in -> out
  • Crit path largest cell delay: 0.93 ns

Pwr
  • VDD IR-drop max: 691 uV
  • Internal power: 0.00576 W
  • Leak: 18.3 nW
  • NetSw: 0.00662 W
  • Switching share of total power: 53.4%
  • Pwr dens: 299 nW/um^2

Placed design
  • DP HPWL: 174000 um
  • Routability Congestion: 1.14
  • I/O Buffers: 128

GRT
  • First-pass GRT wire length: 327000 um
  • Largest net degree at the start of global routing: 68
  • Remaining Overflow, GRT: 0
  • Total Routing Usage GR: 48.4%
  • Vias in the first global route: 42800
  • Antenna violations before repair: 8

Run
  • Stage-log warning count: 32
  • Max_cap viols: 0

Min path
  • Hold Path Class: in -> out
  • Hold path cells: 6
[cells by family (layout without fill, tap and decap cells)]
family	count (synthesis)	after routing	share of synthesized area, %
AOI/OAI and AO/OA	1995	1995	34.1
and+or+nand+nor	1405	1405	15.2
buffers and inverters	1237	1029	12.0
adders and majority gates	693	693	33.1
xor gates and xnor gates	156	156	3.51
muxes	82	82	2.14
other	0	4	0
[through the flow]
stage / std cells / cell area (um^2) / worst slack [ns] / total power [W] / utilization [%]
3_5_place_dp: 6636 / 41400 / 12.52 / 0.0122 / 42.9
5_1_grt: 6637 / 41400 / 11.78 / 0.0136 / 42.9
4_1_cts: 6636 / 41400 / 12.48 / 0.0123 / 42.9
6_report: 6640 / 41400 / 12.11 / 0.0124 / 42.9
2_1_floorplan: 5568 / 39000 / 14.36 / 0.00652 / -
3_3_place_gp: 6636 / 41400 / 12.53 / 0.0123 / 42.9
[synth_stat cells, types with 50 or more instances]
master	n
a21o_1	50
a21oi_1	362
a221o_1	55
a221oi_1	216
a22o_1	139
a22oi_1	135
a31oi_1	72
buf_1	66
clkbuf_1	521
fa_1	561
ha_1	132
inv_1	615
mux2i_1	72
nand2_1	674
nand3_1	109
nor2_1	414
nor3_1	66
o21ai_0	635
o221ai_1	52
xnor2_1	125
[critical path, delay by kind of cell]
family                     cells  cell delay, ns
AOI/OAI and AO/OA              9            3.05
and+or+nand+nor                6            3.02
adders and majority gates      7            3.60
buffers and inverters          7            1.69
[path summary, 6_finish.rpt]
kind  from  endpoint
max   A[1]     P[52]
min   B[0]      P[1]
[layer usage]
| metal | vias to the layer above | part of all wire (%) | track usage [%] |
|---|---|---|---|
| met3 | 1038 | 17 | 25.4 |
| met4 | 20 | 8.8 | 29.8 |
| met2 | 4054 | 39 | 65.0 |
| li1 | 19100 | - | - |
| met1 | 21900 | 35 | 61.2 |
| met5 | - | 0.35 | 4.21 |
[cell type report]
| cell class | count | area (um^2) |
|---|---|---|
| Antenna cell | 4 | 10.0 |
| Multi-Input combinational cell | 4331 | 34300 |
| Fill cell | 10100 | 55100 |
| Timing Repair Buffer | 402 | 3130 |
| Tap cell | 1276 | 1600 |
| Inverter | 627 | 2350 |
Power figures rest on the tool's default switching activity, not on a simulated workload.
